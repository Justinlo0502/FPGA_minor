**design/flow/config.mk**
```make
export PLATFORM = sky130hd
export DESIGN_NAME = song_player
export DESIGN_NICKNAME = song_player
export VERILOG_FILES = /design/flow/design.v
export SDC_FILE = /design/flow/constraint.sdc
export NUM_CORES = 4
export LEC_CHECK = 1
export CORE_UTILIZATION = 50
```
**design/flow/constraint.sdc**
```tcl
current_design song_player

set clk_period 10.0
set clk_io_pct 0.2

create_clock -name clk0 -period $clk_period [get_ports {CLOCK_50}]

set non_clock_inputs [all_inputs -no_clocks]
set_input_delay [expr $clk_period * $clk_io_pct] -clock clk0 $non_clock_inputs
set_output_delay [expr $clk_period * $clk_io_pct] -clock clk0 [all_outputs]
```
**design/flow/design.v**
```verilog
module song_player (
    input CLOCK_50,  
    input [9:0] SW,
    input [3:0] KEY,          
    output reg [18:0] out_note  
);
    parameter C4   = 19'b0010111010100000101;
    parameter Cs4  = 19'b0010110000001001010;
    parameter D4   = 19'b0010100110001111110;
    parameter Ds4  = 19'b0010011101000100101;
    parameter E4   = 19'b0010010100010110011;
    parameter F4   = 19'b0010001100000010100;
    parameter Fs4  = 19'b0010000111111011111;
    parameter G4   = 19'b0001111101000111111;
    parameter Gs4  = 19'b0001110101101100110;
    parameter A4   = 19'b0001101110111110010;
    parameter As4  = 19'b0001101001001001101;
    parameter B4   = 19'b0001100011110111010;
    parameter C5   = 19'b0001011101010000010;
    parameter Cs5  = 19'b0001010111111100101;
    parameter D5   = 19'b0001010011000111110;
    parameter Ds5  = 19'b0001001110100010101;
    parameter E5   = 19'b0001001010001011001;
    parameter F5   = 19'b0001000110000001010;
    parameter Fs5  = 19'b0001000011111101111;
    parameter G5   = 19'b0000111110100011111;
    parameter Gs5  = 19'b0000111010110011001;
    parameter A5   = 19'b0000110111101110010;
    parameter As5  = 19'b0000110101001001101;
    parameter B5   = 19'b0000110011110111010;
    parameter Rest = 19'b0000000000000000000;
    parameter QUARTER_NOTE = 30_000_000;   
    parameter EIGHTH_NOTE = QUARTER_NOTE/2;
    parameter HALF_NOTE = QUARTER_NOTE*2;
    parameter WHOLE_NOTE = QUARTER_NOTE*4;
    parameter SIXTEENTH_NOTE = QUARTER_NOTE/4;
    reg [18:0] song_notes[0:31];  
    reg [31:0] note_durations[0:31];  
    integer note_index;              
    reg [31:0] note_timer;  
    integer i;      
    initial begin
        song_notes[0] = E5;  note_durations[0] = QUARTER_NOTE;  
        song_notes[1] = Rest; note_durations[1] = SIXTEENTH_NOTE;  
        song_notes[2] = E5;  note_durations[2] = QUARTER_NOTE;  
        song_notes[3] = Rest;  note_durations[3] = SIXTEENTH_NOTE;
        song_notes[4] = E5;  note_durations[4] = QUARTER_NOTE;
        song_notes[5] = Rest;  note_durations[5] = QUARTER_NOTE;  
        song_notes[6] = C5; note_durations[6] = QUARTER_NOTE;
        song_notes[7] = E5;  note_durations[7] = QUARTER_NOTE;
        song_notes[8] = G5;  note_durations[8] = HALF_NOTE;  
        song_notes[9] = Rest;  note_durations[9] = QUARTER_NOTE;  
        song_notes[10] = G4; note_durations[10] = QUARTER_NOTE;
        song_notes[11] = Rest; note_durations[11] = QUARTER_NOTE;
        song_notes[12] = C5; note_durations[12] = QUARTER_NOTE;
        song_notes[13] = Rest; note_durations[13] = EIGHTH_NOTE;
        song_notes[14] = G4; note_durations[14] = QUARTER_NOTE;
        song_notes[15] = Rest; note_durations[15] = EIGHTH_NOTE;
        song_notes[16] = E4; note_durations[16] = QUARTER_NOTE;
        song_notes[17] = Rest; note_durations[17] = EIGHTH_NOTE;
        song_notes[18] = A4; note_durations[18] = QUARTER_NOTE;
        song_notes[19] = Rest; note_durations[19] = SIXTEENTH_NOTE;
        song_notes[20] = B4; note_durations[20] = QUARTER_NOTE;
        song_notes[21] = Rest; note_durations[21] = SIXTEENTH_NOTE;
        song_notes[22] = As4; note_durations[22] = QUARTER_NOTE;
        song_notes[23] = A4; note_durations[23] = QUARTER_NOTE;
        song_notes[24] = G4; note_durations[24] = QUARTER_NOTE * 3/2;
        song_notes[25] = E5; note_durations[25] = QUARTER_NOTE * 3/2;
        song_notes[26] = G5; note_durations[26] = QUARTER_NOTE * 3/2;
        song_notes[27] = A5; note_durations[27] = QUARTER_NOTE;
        for (i = 28; i < 32; i = i + 1) begin
            song_notes[i] = Rest;
            note_durations[i] = QUARTER_NOTE;
        end
    end
    reg playing;
    reg prev_key;
    always @(posedge CLOCK_50) begin
        if (!KEY[0]) begin   
            note_index <= 0;
            note_timer <= 0;
            out_note <= Rest;
            playing <= 0;
            prev_key <= 1;
        end else begin
            if (prev_key && !KEY[1]) begin   
                playing <= !playing;          
            end
            prev_key <= KEY[1];
            if (playing) begin
                if (note_timer == 0) begin
                    out_note <= song_notes[note_index];
                    note_timer <= note_durations[note_index];
                    if (note_index >= 31)
                        note_index <= 0;
                    else
                        note_index <= note_index + 1;
                end else begin
                    note_timer <= note_timer - 1;
                end
            end else begin
                out_note <= Rest;
                note_timer <= 0;
                note_index <= 0;
            end
        end
    end
endmodule
```
**design/flow/run.sh**
```bash
#!/bin/bash
# OpenROAD 26Q1-2900-gdf79404cd8, Yosys 0.63+post, stock flow scripts
make -C /OpenROAD-flow-scripts/flow DESIGN_CONFIG=/design/flow/config.mk WORK_HOME=/design/flow/orfs finish
```
==> results.ini <==
[status]
status = finished, final reports clean

[synthesis]
synth-adder-area-share_pct = 1.78
synthCells = 587
edf_count = 0
yosysTopAreaCell = dfxtp_1
synth.distinct_cells = 61
simple_gate_share_pct = 28.9
yosys_cells = 587
avgSynthCellArea_um2 = 8.14
muxShareOfSynthArea_pct = 1.52
synth.cell_area_um2 = 4780
top_area_share_pct = 39.0
numSynthFlops = 93
async_reset_ff_share_pct = 0
compound_area_share_pct = 16.2
yosysWarnings = 1
synth_seq_share_pct = 39.0
topCellsByArea = dfxtp_1, nor2_1, xor2_1, a21oi_1, xnor2_1
ys.flop_type = dfxtp_1
top_logic_kind = simple AND/OR/NAND/NOR gates
xor_share_pct = 8.80
yosys_area_um2 = 4780

[routing]
drt_wl_total_um = 11300
drc = 0
wl_per_cell_um = 15.6
n_antenna_cell = 0
drt_iter0_drc = 277
via_count = 4231
drt-pass1-iter-count = 5
antenna_left = 0
vias_per_cell = 5.84

[sta]
layout_min_cycle_time_ns = 4.32
finalHoldViolations = 0
slew_viol_final = 0
relSlewSlack_pct = 45.7
final.setup_skew_ns = 0.0213
finalSetupTns_ns = 0
setup_viol = 0
rsz0062_at_grt = false
fmax_ghz = 0.231
finalCritPeriodShare_pct = 43.2
worst_slew_pin_slew_ns = 0.813

[global_route]
grt_max_degree = 39
grt_pass1_vias = 3637
grt_pass1_wl_um = 18600
antenna_found_initial = 0
overflow = 0
track_usage_pct = 23.9

[place]
io_buffers = 19
hpwl_um = 7720
gp_congestion = 0.907
dpl-instance-area_um2 = 5040

[layout]
area_growth_pct = 10.3
finalCoreUtilization_pct = 57.0
layout_top_cell = dfxtp_1
final_cell_mix = dfxtp_1, nor2_1, a21oi_1, nand2_1, o21ai_0
post-route-cell-area_um2 = 5270
flop_area_um2 = 1860
mi_logic_area_um2 = 2740
drive_above_1_share_pct = 5.70
final.fill_count = 848

[worst_hold_path]
worstHoldPathType = flop to flop
holdPathStages = 2

[floorplan]
dieArea_um2 = 9950
coreArea_um2 = 9240
fp.dieW_um = 99.7
rows = 35
num_io_pins = 34
die_h_um = 99.7
core_util_floorplan_pct = 51.7

[critical_path]
critPathLaunch = KEY[0]
reg2reg_from = note_timer[0]$_SDFF_PP0_
critPathLaunchType = input pin
critical_path_class = input pin to flop
rr_worst_depth = 10
critPathMaxFanout = 38
required_ns = 10.23
cp.arrival_ns = 4.55
rrSetupSlack_ns = 6.36
cp-end-kind = flop

[clock_network]
ctsHoldBuffers = 0
cts_root_buf = clkbuf_8
htreeDepth = 3
ctsResizeCount = 0
clk_pin_slew_worst_paths_ns = 0.09
clockBufferDepth = 2
cts_tree = done
clock-sinks = 93
clkLatencyLatePin_ns = 0.37
post_cts_buffers = 0
cts_buffers = 9

[job]
drv_cap = 0
warning_count = 41

cells in the mapped netlist (12+ instances only):
library cell and number:
a21oi_1 44, clkbuf_1 24, dfxtp_1 93, inv_1 12
nand2_1 41, nand3_1 23, nor2_1 78, nor3_1 19
nor4_1 18, o21ai_0 27, xnor2_1 22, xor2_1 26
worst min path at each step:
stage	start	endpoint
4_1_cts	out_note[16]$_SDFFE_PN0P_	out_note[16]$_SDFFE_PN0P_
5_1_grt	out_note[16]$_SDFFE_PN0P_	out_note[16]$_SDFFE_PN0P_
6_report	out_note[16]$_SDFFE_PN0P_	out_note[16]$_SDFFE_PN0P_
per-stage QoR:
step,hold slack (ns),cells,worst slack [ns]
floorplan,0.417,588,6.75
global placement,0.437,709,5.27
detailed placement,0.448,709,5.30
CTS,0.465,725,5.68
global route,0.500,725,5.53
finish,0.457,725,5.68
cells by family after synthesis:
| logic type | Yosys count |
|---|---|
| and+or+nand+nor | 261 |
| adders and majority gates | 7 |
| other | 1 |
| muxes | 7 |
| DFF | 93 |
| AOI/OAI and AO/OA | 125 |
| buffers and inverters | 45 |
| xor gates and xnor gates | 48 |
final cells by class:
cell class / count / area share (%)
multi-input combinational: 450 / 52.1
sequential: 93 / 35.3
timing repair buffer: 24 / 4.32
tap: 129 / 3.06
clock buffer: 9 / 2.35
clock inverter: 7 / 1.95
inverter: 13 / 0.926
layer usage:
| metal | wire (µm) | vias up | GRT usage (%) |
|---|---|---|---|
| met5 | 0 | - | 0 |
| met4 | 240 | 0 | 5.20 |
| met3 | 392 | 22 | 2.36 |
| met2 | 5020 | 108 | 35.6 |
| met1 | 5660 | 1965 | 38.8 |
| li1 | - | 2136 | - |
worst max-delay path: stages:
cell and delay [ns]:
clkdlybuf4s50_1 0.52, nand2_1 0.49, o41ai_1 0.59, a21oi_2 0.04, buf_4 0.28, nor4_1 0.52
a211oi_1 0.10
