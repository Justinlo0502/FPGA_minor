==> design/flow/design.v <==
module uart_receiver(
    input              CLOCK_50,
    input      [3:0]   KEY,
    input      [9:0]   SW,
    output reg [9:0]   LEDR,     
    output reg [6:0]   HEX0,      
    output reg [6:0]   HEX1,      
    output reg [6:0]   HEX2,      
    inout     [35:0]   GPIO_1,
    output [7:0] output_data
);
    wire reset_n = KEY[0];
    wire rxd;
    assign rxd = GPIO_1[0] ? 1'b1 : 1'b0;
    reg [2:0] rx_sync;
    reg rx_data;
    reg [7:0] buffer_reg;
    reg rx_data_prev;
    wire rx_falling_edge;
    reg [6:0] seg7_patterns [9:0];
    initial begin
        seg7_patterns[0] = 7'b1000000;
        seg7_patterns[1] = 7'b1111001;
        seg7_patterns[2] = 7'b0100100;
        seg7_patterns[3] = 7'b0110000;
        seg7_patterns[4] = 7'b0011001;
        seg7_patterns[5] = 7'b0010010;
        seg7_patterns[6] = 7'b0000010;
        seg7_patterns[7] = 7'b1111000;
        seg7_patterns[8] = 7'b0000000;
        seg7_patterns[9] = 7'b0010000;
    end
    always @(posedge CLOCK_50) begin
        rx_sync <= {rx_sync[1:0], rxd};
        rx_data <= rx_sync[2];
        rx_data_prev <= rx_data;
    end
    assign rx_falling_edge = rx_data_prev & ~rx_data;
    parameter IDLE = 0, START_BIT = 1, DATA_BITS = 2, STOP_BIT = 3;
    parameter CLOCK_FREQ = 50000000;
    parameter BAUD_RATE = 9600;
    parameter CLKS_PER_BIT = CLOCK_FREQ/BAUD_RATE;
    parameter CLKS_PER_HALF_BIT = CLKS_PER_BIT/2;
    reg [15:0] clk_count;
    reg [2:0] bit_index;
    reg [7:0] rx_byte;
    reg [2:0] state;
    reg data_valid;
    reg [7:0] prev_rx_byte;
    always @(posedge CLOCK_50 or negedge reset_n) begin
        if (!reset_n) begin
            state <= IDLE;
            clk_count <= 0;
            bit_index <= 0;
            rx_byte <= 0;
            buffer_reg <= 0;
            data_valid <= 0;
            prev_rx_byte <= 0;
            LEDR <= 0;
            HEX0 <= 7'b1111111;
            HEX1 <= 7'b1111111;
            HEX2 <= 7'b1111111;
        end else begin
            case (state)
                IDLE: begin
                    clk_count <= 0;
                    bit_index <= 0;
                    data_valid <= 0;
                    if (rx_falling_edge) begin
                        state <= START_BIT;
                    end
                end
                START_BIT: begin
                    if (clk_count < CLKS_PER_HALF_BIT - 1) begin
                        clk_count <= clk_count + 1;
                    end else begin
                        if (rx_data == 0) begin
                            clk_count <= 0;
                            state <= DATA_BITS;
                        end else
                            state <= IDLE;
                    end
                end
                DATA_BITS: begin
                    if (clk_count < CLKS_PER_BIT - 1)
                        clk_count <= clk_count + 1;
                    else begin
                        clk_count <= 0;
                        rx_byte[bit_index] <= rx_data;
                        bit_index <= bit_index + 1;
                        if (bit_index == 7) begin
                            bit_index <= 0;
                            state <= STOP_BIT;
                        end
                    end
                end
                STOP_BIT: begin
                    if (clk_count < CLKS_PER_BIT - 1)
                        clk_count <= clk_count + 1;
                    else begin
                        state <= IDLE;
                        if (rx_data == 1) begin
                            if (rx_byte <= 200) begin
                                buffer_reg <= rx_byte;
                                LEDR[7:0] <= rx_byte;
                                HEX0 <= seg7_patterns[rx_byte % 10];
                                HEX1 <= seg7_patterns[(rx_byte / 10) % 10];
                                HEX2 <= seg7_patterns[rx_byte / 100];
                                prev_rx_byte <= rx_byte;
                                data_valid <= 1;
                            end
                        end
                    end
                end
                default: state <= IDLE;
            endcase
        end
    end
    assign output_data = rx_byte;
endmodule
==> design/flow/run.sh <==
#!/bin/bash
# OpenROAD 26Q1-2900-gdf79404cd8, Yosys 0.63+post, stock flow scripts
make -C /OpenROAD-flow-scripts/flow DESIGN_CONFIG=/design/flow/config.mk WORK_HOME=/design/flow/orfs finish
==> design/flow/config.mk <==
export PLATFORM = sky130hd
export DESIGN_NAME = uart_receiver
export DESIGN_NICKNAME = uart_receiver
export VERILOG_FILES = /design/flow/design.v
export SDC_FILE = /design/flow/constraint.sdc
export NUM_CORES = 4
export LEC_CHECK = 1
export CORE_UTILIZATION = 30
==> design/flow/constraint.sdc <==
current_design uart_receiver

set clk_period 5.6
set clk_io_pct 0.2

create_clock -name clk0 -period $clk_period [get_ports {CLOCK_50}]

set non_clock_inputs [all_inputs -no_clocks]
set_input_delay [expr $clk_period * $clk_io_pct] -clock clk0 $non_clock_inputs
set_output_delay [expr $clk_period * $clk_io_pct] -clock clk0 [all_outputs]
==> results.txt <==
Summary of implementation figures.

Yosys
A synthesized cell averages 8.84 µm². According to the Yosys statistics, the synthesized design has a chip area of 4370 µm². Yosys reported a register bit count of 64. The number of synthesized flops with an enable pin is 0. The number of cells in Yosys stat is 494. After synthesis, the netlist uses 84 different library cells. In this run the cell area of the synthesized design comes to 4370 µm². The post-synthesis cell count is 494. The synthesis report lists the Yosys warning total as 1. Summing the sequential cell areas from Yosys gives 36.7% of the chip area. The commonest register cell is dfrtp_1. Per the synth stats, the proportion of register bits with asynchronous set or reset is 92.2%.

Floorplanning
The share of the core filled by cells before placement is 31.1%. The die width is 123 µm. The count of pins on the block boundary is 90.

From bottom edge to top edge, the die measures 123 µm. The total number of placement rows is 43.

Clocking
The maximum level of the CTS H-tree is 3. The total CTS buffers is 9. The longest clock path from root to sink contains 2 buffers. In this run, post-CTS hold repair placed 0 buffers. The number of clock sinks came to 64. The cell at the root of the clock tree is clkbuf_16. The setup fix buffers added after clock tree synthesis is 0.

Post-CTS repair changed the size of 0 cells.

Outcome
The run stopped with a tool error. The first error in the log reads "[ERROR RSZ-0074] Failed to build tree from global routes for pin 'GPIO_1[0]' and net 'GPIO_1[0]' at grid (3450, 31050): found route to 2 pins, expected 1". According to the logs, the last stage reached was 5_1_grt.

Place
Input and output buffers added on the ports amount to 38. The estimated wirelength of the detail-placed design is 7.05 mm. Setup slack on the worst path after placement came out at 949 ps. The routability congestion estimate is 0.882.

GRT
The largest net degree at the start of global routing is 60.

Final timing
The count of endpoints without a timing constraint is 36.
==> cell families after synthesis <==
logic type / share of synthesized area, %
AOI/OAI and AO/OA: 23.7
adders and majority gates: 6.02
muxes: 3.44
xor gates and xnor gates: 2.58
buffers and inverters: 5.90
other: 0.0859
DFF: 36.7
and+or+nand+nor: 21.6
==> metrics by stage <==
stage / hold slack [ps] / util [%] / cell area [µm²] / std cells
2_1_floorplan: 310 / - / 4370 / 495
4_1_cts: 327 / 37.2 / 5220 / 710
3_3_place_gp: 311 / 34.7 / 4870 / 694
3_5_place_dp: 314 / 34.7 / 4870 / 694
==> synthesized netlist by cell type (all sizes together), types with 3 or more instances <==
library cell,n,area (µm²)
o211ai,7,57.6
mux2,5,56.3
nand2b,5,31.3
nand3,15,80.1
or3,5,31.3
ha,21,263
dfxtp,5,100
a31oi,11,68.8
o22ai,3,18.8
and3,6,37.5
buf,19,123
dfrtp,38,951
mux2i,9,93.8
a21oi,23,126
dfstp,21,552
o31ai,6,50.1
a22o,10,87.6
nor3,11,55.1
a22oi,4,30.0
o22a,4,35.0
nand4,9,62.6
inv,29,109
o311ai,3,51.3
nor4,3,18.8
nor2,29,121
nor3b,5,37.5
xor2,4,42.6
nor2b,10,62.6
a21o,5,37.5
a211oi,3,22.5
nand2,65,249
o21ai,42,210
and2,4,25.0
xnor2,8,70.1
o21a,4,30.0
or2,6,37.5
clkbuf,6,22.5
